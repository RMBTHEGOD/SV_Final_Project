==> flow/design.v <==
module WriteBurst #(parameter BW=8)(
	input  logic        clock    ,
	input  logic        reset    ,
	input  logic [2*BW-1:0] data     ,
	input  logic        valid_in ,
	output logic [BW-1:0] out      ,
	output logic        valid_out
);
	logic [BW-1:0] temp1;
	logic [BW-1:0] temp2;
	logic valid_out1,valid_out2;
	assign out = (clock) ? temp2 : temp1;
	assign valid_out = (valid_out1 & valid_out2);
	always_ff @(negedge clock) begin : proc_valid1
		if(reset) begin
			valid_out1 <= 0;
		end else begin												 
			valid_out1 <= valid_in;
		end
	end
	always_ff @(posedge clock) begin : proc_valid2
		if(reset) begin
			valid_out2 <= 0;
		end else begin												 
			valid_out2 <= valid_in;
		end
	end
	always @ (posedge clock) begin
		if(valid_in)
			temp1 <= data[BW-1:0];									 
	end
	always @ (negedge clock) begin
		if(valid_in)
			temp2 <= data[2*BW-1:BW];								 
	end
endmodule:WriteBurst
==> flow/run.sh <==
#!/bin/bash
# OpenROAD 26Q1-2900-gdf79404cd8, Yosys 0.63+post, stock flow scripts
make -C /OpenROAD-flow-scripts/flow DESIGN_CONFIG=/design/flow/config.mk WORK_HOME=/design/flow/orfs finish
==> flow/config.mk <==
export PLATFORM = sky130hd
export DESIGN_NAME = WriteBurst
export DESIGN_NICKNAME = WriteBurst
export VERILOG_FILES = /design/flow/design.v
export SDC_FILE = /design/flow/constraint.sdc
export NUM_CORES = 4
export LEC_CHECK = 1
export CORE_AREA = 10 10 81 81
export DIE_AREA = 0 0 91 91
==> flow/constraint.sdc <==
current_design WriteBurst

set clk_period 1.1
set clk_io_pct 0.2

create_clock -name clk0 -period $clk_period [get_ports {clock}]

set non_clock_inputs [all_inputs -no_clocks]
set_input_delay [expr $clk_period * $clk_io_pct] -clock clk0 $non_clock_inputs
set_output_delay [expr $clk_period * $clk_io_pct] -clock clk0 [all_outputs]
==> results.env <==
CRITPATHBUFINV=1
FINAL_CORE_UTILIZATION_PCT=25.8
TIMING.SLEW.HEADROOM_PCT=92.1
CTS.REPORTEDPATHS.CLKPINSLEW_PS=70
GR-TOTAL-OVERFLOW=0
FINALHOLDWORSTSLACK_PS=415
FLOORPLAN.CORE_UTIL_PCT=13.9
DIE_WIDTH_UM=91
CRITICAL_PATH_CLASS='reg -> out'
FINALNONFILLERCELLS=145
COREAREA_UM2=4820
ANTENNA_CELLS_INSERTED=0
N_FILL_CELL=501
DRTANTENNAVIOLNETS=0
FIRST_GLOBAL_VIAS=600
TYPE_OF_ELEMENT_CAPTURING_THE_CRITICAL_PATH='primary output'
GLOBAL_ROUTE.USAGE.TOTAL_PCT=3.71
POST_SYNTH_INST_COUNT=30
CP_DATA_REQUIRED_TIME_PS=880
TIMING.HOLD.WORST.CLASS='in -> reg'
IO_PINS=28
CRITICAL-PATH-TOP-DELAY-FAMILY='flip-flops'
GRT_FIRST_PASS_WIRELENGTH_UM=2330
FINALSETUPVIOLATIONS=9
PLACED_CELLS_INCL_TAPS=124
WARNING_COUNT=44
DRT_FIRST_PASS_ITERS=2
TIGHTEST_SLEW_PS=118
AREA_GROWTH_PCT=86.0
HOLD_BUFS_INSERTED_AFTER_CTS=0
PLACEMENT.IO_BUFFERS=27
SYNTH.DISTINCT_CELLS=7
FINAL_CRITICAL_PATH_SETUP_SLACK_PS=-825
DIE_HEIGHT_UM=91
CHIP_AREA_UM2=8280
YOSYS_AREA_UM2=668
CAP_VIOLATIONS=0
FAILED_CHECKS='negative setup slack'
POST_SYNTH_INSTANCE_AREA_UM2=668
DR_WL_MET3_UM=268
GP_CONGESTION=0.668
GRT_ANTENNA_BEFORE_REPAIR=0
ROW_COUNT=25
OUTCOME='complete, but fails checks'
CRIT_PATH_CELL_TRACE='mux2_4 > buf_6'
RSZ_0062_RAISED_AFTER_GLOBAL_ROUTING='yes'
SLEW_VIOL_FINAL=0
CTS_TREE='done'
POST-PLACE-WS_PS=-649
LARGEST_NET_DEGREE_AT_THE_START_OF_GLOBAL_ROUTING=11
POST_ROUTE_CELLS_DRIVE_ABOVE_1_SHARE_PCT=42.3
TOP_LAYER_USED='met4'
DRC=0
DETAIL_ROUTE.WL_PER_CELL_UM=10.4
CRITPATHMAXSTAGEDELAY_PS=350
WORSTSETUPSTARTPOINTTYPE='register'
POSTROUTEWIRELENGTH_UM=1510
POWER.IR.VDD_WORST_mV=0.772
ROUTEDLENGTHMET1_UM=451
POWER_LEAKAGE_nW=0.523
WORSTPATHARRIVAL_PS=1710
SYNTH_SEQ_SHARE_PCT=77.9
YOSYS_WARNINGS=1
POST_SYNTH.CELL_AREA_AVG_UM2=22.3
ROUTED_VIA_DENSITY=3.03
YOSYSCELLCOUNT=30
FINAL_HOLD_VIOL_COUNT=0
POWER.DENSITY_nW_PER_UM2=2270
POSTSYNTHREGISTERBITS=18
WL_MET2_UM=650
DRT_FIRST_ITER_VIOLATIONS=5
SETUP-TNS-FINAL_PS=-7150
WORSTPATHMAXFANOUT=1
NUM_VIAS=439
CRITICAL_PATH.SLOWEST_CELL='sky130_fd_sc_hd__edfxtp_1'
[timing repair]
action / in CTS / in global routing
gates cloned: 1 / 0
setup endpoints to repair: 18 / 9
gates resized: 39 / 4
pin swaps: 0 / 0
buffers inserted: 4 / 0
[routing by layer]
metal,vias to the layer above,track usage [%]
li1,208,-
met1,181,2.41
met2,37,4.71
met3,13,4.73
met4,0,3.92
met5,-,0
[registers in the layout, summed over array words and instances (netlist names)]
| name | flops |
|---|---|
| valid_out1 | 1 |
| valid_out2 | 1 |
| temp2 | 8 |
| temp1 | 8 |
[layout by cell type, fill, tap and decap left out]
cell type	instances
sky130_fd_sc_hd__clkdlybuf4s50_1	17
sky130_fd_sc_hd__edfxtp_1	16
sky130_fd_sc_hd__inv_1	9
sky130_fd_sc_hd__mux2_4	8
sky130_fd_sc_hd__clkbuf_8	8
sky130_fd_sc_hd__buf_6	8
sky130_fd_sc_hd__buf_4	4
sky130_fd_sc_hd__dfxtp_1	2
sky130_fd_sc_hd__and2_4	1
sky130_fd_sc_hd__nor2b_1	1
sky130_fd_sc_hd__bufbuf_16	1
sky130_fd_sc_hd__clkdlybuf4s15_2	1
sky130_fd_sc_hd__buf_2	1
sky130_fd_sc_hd__buf_12	1
[stage by stage]
step                      power, mW  cell area, µm²
after floorplan                1.42             668
after detailed placement       1.61            1030
after global routing           3.02            1240
after CTS                      2.86            1220
after global placement         1.60            1030
final                          2.81            1240
[final timing paths]
kind | start | endpoint | slack [ps] | cells after the start
max | temp2[7] | out[7] | -830 | 2
min | data[4] | temp1[4] | 420 | 1
[final cells by class]
cell class                      count  area, µm²  share of cell area [%]
Sequential cell                    18        520                    41.9
Timing Repair Buffer               25        275                    22.2
Clock buffer                       16        194                    15.6
Multi-Input combinational cell     10        135                    10.9
Tap cell                           67       83.8                    6.75
Clock inverter                      9       33.8                    2.72
[synth_stat cells (all sizes together)]
library cell  count  area share (%)
nor2b             1            0.94
dfxtp             2             6.0
mux2              8              18
buf               1             1.7
edfxtp           16              72
inv               1            0.56
and2              1            0.94
[where the power goes]
part           internal, mW  switching [mW]
registers             0.804          0.0120
clock network          1.28           0.602
logic                0.0877          0.0253
total                  2.18           0.639
[cells by family after synthesis]
kind of cell           Yosys count  share of synthesized area [%]
flip-flops                      18                           77.9
AND/OR/NAND/NOR                  2                           1.87
multiplexers                     8                           18.0
buffers and inverters            2                           2.25
Power figures rest on the tool's default switching activity, not on a simulated workload.
