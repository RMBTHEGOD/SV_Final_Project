===== design/flow/config.mk =====
export PLATFORM = sky130hd
export DESIGN_NAME = ddr3_sr4
export DESIGN_NICKNAME = ddr3_sr4
export VERILOG_FILES = /design/flow/design.v
export SDC_FILE = /design/flow/constraint.sdc
export NUM_CORES = 4
export LEC_CHECK = 1
export CORE_AREA = 10 10 70 70
export DIE_AREA = 0 0 80 80

===== design/flow/constraint.sdc =====
current_design ddr3_sr4

set clk_period 1.0
set clk_io_pct 0.2

create_clock -name clk0 -period $clk_period [get_ports {clk}]

set non_clock_inputs [all_inputs -no_clocks]
set_input_delay [expr $clk_period * $clk_io_pct] -clock clk0 $non_clock_inputs
set_output_delay [expr $clk_period * $clk_io_pct] -clock clk0 [all_outputs]

===== design/flow/design.v =====
module ddr3_sr4 #(
parameter PIPE_LEN=7
)(
input wire        clk,
input wire [3:0] shift_in,
output wire[3:0] shift_out
);
reg [PIPE_LEN-1:0] d0;
reg [PIPE_LEN-1:0] d1;
reg [PIPE_LEN-1:0] d2;
reg [PIPE_LEN-1:0] d3;
always @(posedge clk)
begin
  d3  <={shift_in[ 3],d3[PIPE_LEN-1:1]};
  d2  <={shift_in[ 2],d2[PIPE_LEN-1:1]};
  d1  <={shift_in[ 1],d1[PIPE_LEN-1:1]};
  d0  <={shift_in[ 0],d0[PIPE_LEN-1:1]};
end    
assign shift_out={d3[0],d2[0],d1[0],d0[0]};
endmodule

===== design/flow/run.sh =====
#!/bin/bash
# OpenROAD 26Q1-2900-gdf79404cd8, Yosys 0.63+post, stock flow scripts
make -C /OpenROAD-flow-scripts/flow DESIGN_CONFIG=/design/flow/config.mk WORK_HOME=/design/flow/orfs finish

==> results.py <==
# Metrics from the implementation run
metrics = {
    "outcome": {
        "status": "completed",
    },
    "detailed_routing": {
        "antennaDiodeCount": 0,
        "wl_per_cell_um": 5.35,
        "vias": 190,
        "drt_pass1_iterations": 2,
        "wl_um": 460,
        "ant_nets": 0,
        "drc": 0,
        "vias_per_cell": 2.21,
        "drt_iter0_markers": 8,
    },
    "power": {
        "power_density_nw_per_um2": 2590,
        "peakVddDrop_mv": 1.35,
        "pwr-share-clk_pct": 36.4,
        "p_switching_uw": 296,
        "power.leakage_nw": 0.296,
        "internal_power_mw": 1.60,
        "comb_power_share_pct": 1.1,
        "power_frac_seq_pct": 62.5,
        "switching_share_pct": 15.6,
    },
    "synth": {
        "yosys_cells": 32,
        "common_cells": "dfxtp_1, buf_4",
        "synth_seq_share_pct": 94.9,
        "synth_cell_types": 2,
        "synth-seq-cells": 28,
        "syn-instance-count": 32,
        "synth.top_cell.area_share_pct": 94.9,
        "edf_count": 0,
        "async_flop_share_pct": 0,
        "ys.flop_type": "dfxtp_1",
        "avgSynthCellArea_um2": 18.5,
        "yosys_warnings": 1,
        "top_cell": "dfxtp_1",
        "ys_chip_area_um2": 591,
        "synth_top_cell_by_area": "dfxtp_1",
        "synth_area_um2": 591,
        "synthTopCellsByArea": "dfxtp_1, buf_4",
    },
    "critical_path": {
        "cp.arrival_ps": 720,
        "critPathTopFamily": "flip-flops",
        "path_cells": "buf_2",
        "critPathLaunchType": "flip-flop",
        "crit_fanout": 1,
        "required_ps": 800,
        "cp-end-kind": "output pin",
        "worstRegToRegCells": 0,
        "slowest_delay_ps": 320,
        "critical_path_class": "flip-flop to output pin",
        "critical_path_buf_inv_count": 1,
        "cp.depth": 1,
        "cp_slowest_cell": "dfxtp_1",
    },
    "floorplan": {
        "fp_util_pct": 17.3,
        "die-area_um2": 6400,
        "ios": 9,
        "core_um2": 3420,
        "num_rows": 21,
        "die_w_um": 80,
        "die-height_um": 80,
    },
    "grt": {
        "globalRouteOverflowTotal": 0,
        "track_usage_pct": 1.39,
        "grt_pass1_vias": 171,
        "grt_start_max_net_pins": 17,
        "antenna_found_initial": 0,
        "grt_pass1_wl_um": 676,
    },
    "clocking": {
        "clk_path_buf_depth": 2,
        "numCtsBuffers": 3,
        "postCtsSetupRepairBufs": 0,
        "cts_tree": "built",
        "cts.sinks": 28,
        "cts_root_buffer": "clkbuf_4",
        "ctsHtreeMaxLevel": 1,
        "clk_pin_slew_worst_paths_ps": 130,
        "cts-hold-fix-buffers": 0,
        "clock_latency_ps": 310,
    },
    "hold_path": {
        "min_path_type": "input pin to flip-flop",
        "whs_path_depth": 1,
    },
    "final_timing": {
        "finalHoldViolations": 0,
        "tns_ps": 0,
        "fin_skew_ps": 2.21,
        "fin_crit_ps": 923,
        "rsz0062_at_grt": "false",
        "finalSetupViolations": 0,
        "fmax_mhz": 1080,
        "drv_slew": 0,
        "slew_headroom_pct": 91.3,
        "tightest_slew_ps": 131,
        "finalCritPeriodShare_pct": 92.3,
    },
    "cells_and_area": {
        "logic_area_um2": 0,
        "drive_gt1_share_pct": 20.0,
        "area_growth_pct": 23.7,
        "logic_gate_count": 0,
        "final_cells": 86,
    },
    "run": {
        "maxCapViolCount": 0,
        "tool_warnings": 25,
    },
    "place": {
        "portBuffers": 8,
        "routabilityCongestion": 0.594,
        "placed_cells_incl_taps": 82,
    },
}
[sequential cells by signal (all words and copies together) (netlist names)]
signal and count:
d0 7, d1 7, d2 7, d3 7
[kinds of logic (layout without fill, tap and decap cells)]
group	count (synthesis)	count (layout)	share of synthesized area, %
flip-flops	28	28	94.9
buffers and inverters	4	12	5.08
[power groups by stage]
stage                 combinational [mW]  sequential, mW  clock, mW
after CTS                         0.0216            1.19      0.711
final                             0.0208            1.18      0.689
after global routing              0.0237            1.19      0.751
[worst paths after layout]
path / slack (ps) / endpoint / start
max: 80 / shift_out[1] / d1[0]
min: 320 / d2[6] / shift_in[2]
max reg2reg: 590 / d2[5] / d2[6]
min reg2reg: 340 / d0[0] / d0[1]
[placed cells by master (no fill, tap or decap), drive strengths merged]
master	n
bufinv	1
clkbuf	3
clkdlybuf4s50	4
buf	4
dfxtp	28
[per-stage QoR]
stage / hold slack (ps) / utilization, % / power, mW / worst slack (ps) / cell area (µm²)
after global placement: 310 / 20.4 / 1.24 / 47.6 / 698
after CTS: 302 / 21.4 / 1.92 / 57.6 / 731
after floorplan: 228 / - / 1.22 / 420 / 591
after global routing: 291 / 21.4 / 1.97 / 26.0 / 731
final: 317 / 21.4 / 1.89 / 77.2 / 731
after detailed placement: 312 / 20.4 / 1.24 / 52.1 / 698
[final cells by class]
type,count,area [µm²]
clock inverters,1,30.0
clock buffers,3,22.5
repair buffers,8,60.1
fillers,369,2690
well taps,46,57.6
flip-flops and latches,28,561
[metal layers]
layer  wire, µm  GRT usage [%]  part of all wire [%]
met3         87           2.27                    19
met2        116           1.12                    25
met5          0              0                     0
met4          5          0.176                   1.1
met1        252           1.67                    55
[repair_timing]
item / CTS / global route
gates resized: 12 / 0
setup endpoints to repair: 4 / 0
hold endpoints to repair: 0 / 0
Power figures rest on the tool's default switching activity, not on a simulated workload.
