$ cat design.v
module ddr3_sr36 #(
parameter PIPE_LEN=7
)(
input wire        clk,
input wire [35:0] shift_in,
output wire [35:0]shift_out
);
reg [PIPE_LEN-1:0] d0;
reg [PIPE_LEN-1:0] d1;
reg [PIPE_LEN-1:0] d2;
reg [PIPE_LEN-1:0] d3;
reg [PIPE_LEN-1:0] d4;
reg [PIPE_LEN-1:0] d5;
reg [PIPE_LEN-1:0] d6;
reg [PIPE_LEN-1:0] d7;
reg [PIPE_LEN-1:0] d8;
reg [PIPE_LEN-1:0] d9;
reg [PIPE_LEN-1:0] d10;
reg [PIPE_LEN-1:0] d11;
reg [PIPE_LEN-1:0] d12;
reg [PIPE_LEN-1:0] d13;
reg [PIPE_LEN-1:0] d14;
reg [PIPE_LEN-1:0] d15;
reg [PIPE_LEN-1:0] d16;
reg [PIPE_LEN-1:0] d17;
reg [PIPE_LEN-1:0] d18;
reg [PIPE_LEN-1:0] d19;
reg [PIPE_LEN-1:0] d20;
reg [PIPE_LEN-1:0] d21;
reg [PIPE_LEN-1:0] d22;
reg [PIPE_LEN-1:0] d23;
reg [PIPE_LEN-1:0] d24;
reg [PIPE_LEN-1:0] d25;
reg [PIPE_LEN-1:0] d26;
reg [PIPE_LEN-1:0] d27;
reg [PIPE_LEN-1:0] d28;
reg [PIPE_LEN-1:0] d29;
reg [PIPE_LEN-1:0] d30;
reg [PIPE_LEN-1:0] d31;
reg [PIPE_LEN-1:0] d32;
reg [PIPE_LEN-1:0] d33;
reg [PIPE_LEN-1:0] d34;
reg [PIPE_LEN-1:0] d35;
always @(posedge clk)
begin
  d35 <={shift_in[35],d35[PIPE_LEN-1:1]};
  d34 <={shift_in[34],d34[PIPE_LEN-1:1]};
  d33 <={shift_in[33],d33[PIPE_LEN-1:1]};
  d32 <={shift_in[32],d32[PIPE_LEN-1:1]};
  d31 <={shift_in[31],d31[PIPE_LEN-1:1]};
  d30 <={shift_in[30],d30[PIPE_LEN-1:1]};
  d29 <={shift_in[29],d29[PIPE_LEN-1:1]};
  d28 <={shift_in[28],d28[PIPE_LEN-1:1]};
  d27 <={shift_in[27],d27[PIPE_LEN-1:1]};
  d26 <={shift_in[26],d26[PIPE_LEN-1:1]};
  d25 <={shift_in[25],d25[PIPE_LEN-1:1]};
  d24 <={shift_in[24],d24[PIPE_LEN-1:1]};
  d23 <={shift_in[23],d23[PIPE_LEN-1:1]};
  d22 <={shift_in[22],d22[PIPE_LEN-1:1]};
  d21 <={shift_in[21],d21[PIPE_LEN-1:1]};
  d20 <={shift_in[20],d20[PIPE_LEN-1:1]};
  d19 <={shift_in[19],d19[PIPE_LEN-1:1]};
  d18 <={shift_in[18],d18[PIPE_LEN-1:1]};
  d17 <={shift_in[17],d17[PIPE_LEN-1:1]};
  d16 <={shift_in[16],d16[PIPE_LEN-1:1]};
  d15 <={shift_in[15],d15[PIPE_LEN-1:1]};
  d14 <={shift_in[14],d14[PIPE_LEN-1:1]};
  d13 <={shift_in[13],d13[PIPE_LEN-1:1]};
  d12 <={shift_in[12],d12[PIPE_LEN-1:1]};
  d11 <={shift_in[11],d11[PIPE_LEN-1:1]};
  d10 <={shift_in[10],d10[PIPE_LEN-1:1]};
  d9  <={shift_in[ 9], d9[PIPE_LEN-1:1]};
  d8  <={shift_in[ 8], d8[PIPE_LEN-1:1]};
  d7  <={shift_in[ 7], d7[PIPE_LEN-1:1]};
  d6  <={shift_in[ 6], d6[PIPE_LEN-1:1]};
  d5  <={shift_in[ 5], d5[PIPE_LEN-1:1]};
  d4  <={shift_in[ 4], d4[PIPE_LEN-1:1]};
  d3  <={shift_in[ 3], d3[PIPE_LEN-1:1]};
  d2  <={shift_in[ 2], d2[PIPE_LEN-1:1]};
  d1  <={shift_in[ 1], d1[PIPE_LEN-1:1]};
  d0  <={shift_in[ 0], d0[PIPE_LEN-1:1]};
end    
assign shift_out={d35[0],d34[0],d33[0],d32[0],
d31[0],d30[0],d29[0],d28[0],d27[0],d26[0],d25[0],d24[0],
d23[0],d22[0],d21[0],d20[0],d19[0],d18[0],d17[0],d16[0],
d15[0],d14[0],d13[0],d12[0],d11[0],d10[0],d9[0],d8[0],
d7[0],d6[0],d5[0],d4[0],d3[0],d2[0],d1[0],d0[0]
};
endmodule
$ cat constraint.sdc
current_design ddr3_sr36

set clk_period 1.0
set clk_io_pct 0.2

create_clock -name clk0 -period $clk_period [get_ports {clk}]

set non_clock_inputs [all_inputs -no_clocks]
set_input_delay [expr $clk_period * $clk_io_pct] -clock clk0 $non_clock_inputs
set_output_delay [expr $clk_period * $clk_io_pct] -clock clk0 [all_outputs]
$ cat config.mk
export PLATFORM = sky130hd
export DESIGN_NAME = ddr3_sr36
export DESIGN_NICKNAME = ddr3_sr36
export VERILOG_FILES = /design/flow/design.v
export SDC_FILE = /design/flow/constraint.sdc
export NUM_CORES = 4
export LEC_CHECK = 1
export CORE_UTILIZATION = 40
$ cat run.sh
#!/bin/bash
# OpenROAD 26Q1-2900-gdf79404cd8, Yosys 0.63+post, stock flow scripts
make -C /OpenROAD-flow-scripts/flow DESIGN_CONFIG=/design/flow/config.mk WORK_HOME=/design/flow/orfs finish
==> metrics.sh <==
CLOCK_SINK_COUNT=252
WORST_HOLD_STARTPOINT='shift_in[4]'
SYNTHESIS.AREA_PER_INSTANCE_SQ_UM=18.46
CRITICALPATHCATEGORY='reg2out'
COMB_POWER_SHARE_PCT=1.0
POWER_LEAKAGE_nW=2.820
GRT_ANTENNA_BEFORE_REPAIR=0
MET3ROUTEDLENGTH_MICRONS=413
FINAL.PERIOD_UTILIZATION_PCT=110.7
ROUTE.VIAS.TOTAL=1845
DR.FIRST_ITER.DRC_COUNT=84
REGTOREGSTARTPOINT='d16[1]'
PLACEMENTROWS=41
DRIVE_GT1_SHARE_PCT=23.43
VDD.IR_DROP.WORST_mV=1.449
SETUP.WORST_PATH.START='d32[0]'
WORST_PATH_MAX_DELAY_CELL='sky130_fd_sc_hd__dfxtp_2'
CP_DATA_ARRIVAL_TIME_NS=0.91
SYNTH-CELLS-YOSYS=288
DETAILROUTE.WIRELENGTH.MET2_MM=2.044
FINCLKSKEW_NS=0.006657
FIRST_GLOBAL_VIAS=1667
MAX-SLEW-MARGIN-REL_PCT=90.99
REQUIRED_NS=0.80
FINAL.HOLD.WORST_SLACK_NS=0.1521
MIN-DELAY-PATH-CLASS='in2reg'
WORST_HOLD_PATH.NUM_CELLS=1
SLEW_VIOLATIONS=0
SETUP_SLACK_NS=-0.1066
SYNTH_WARNINGS=1
ROUTABILITYCONGESTION=0.6068
CRIT_BUF_INV=1
COUNT_OF_TRITONROUTE_ITERATIONS_IN_THE_FIRST_ROUTING_PASS=2
FINAL.FILL_COUNT=1026
SETUP_VIOL=36
CRITICAL-PATH-TOP-DELAY-FAMILY='flip-flops'
MET1_LENGTH_MM=2.156
PLACE_HPWL_MM=2.489
PATH_MAX_FANOUT=1
CTS_SETUP_BUFFERS=0
POWER.SWITCHING_mW=3.571
STDCELL_AREA_SQ_UM=6635
P_INT_mW=16.21
DETAIL_ROUTE.WIRELENGTH_MM=4.857
MAX_FREQ_MHz=903.6
MULTI_INPUT_COMB_CELLS=0
PLACE_WORST_SETUP_SLACK_NS=0.01273
HOLD_END='d4[6]'
DETAIL-ROUTE-ANTENNA-NETS=0
VIOLATIONS_IN_THE_FINAL_REPORTS='setup timing'
HIGHEST-SIGNAL-LAYER='met4'
TOP_AREA_SHARE_PCT=94.92
PWR-SHARE-CLK_PCT=45.0
YS_TOP_CELLS_BY_AREA='sky130_fd_sc_hd__dfxtp_1 95%, sky130_fd_sc_hd__buf_4 5.1%'
CRITICAL_PATH.REG2REG.ENDPOINT='d16[0]'
MAXCAPVIOLCOUNT=0
DETAILED_PLACE.AREA_SQ_UM=5981
OPENROAD.WARNINGS=27
CTSLONGESTPATHBUFFERS=3
GRT_START_MAX_NET_PINS=16
FINAL.MIN_CLOCK_PERIOD_NS=1.107
YOSYS_AREA_SQ_UM=5315
MULTI_INPUT_GATE_AREA_IN_THE_FINAL_LAYOUT_SQ_UM=0
CTS-HOLD-FIX-BUFFERS=0
CTS.CLK_SLEW.WORST_PATHS_NS=0.06
FP_UTIL_PCT=41.61
DIE_AREA_SQ_UM=13750
CLOCK_ROOT_BUFFER='sky130_fd_sc_hd__clkbuf_16'
DIE_W_MICRONS=117.3
GLOBAL_ROUTE.USAGE.TOTAL_PCT=7.364
FINAL_ROUTED_WIRE_LENGTH_DIVIDED_BY_CELL_COUNT_MICRONS=9.011
CRIT_PATH_START_KIND='flip-flop'
VIASPERCELL=3.423
P_SW_SHARE_PCT=18.05
GRT_PASS1_WL_MM=7.596
WORSTMARGINPINSLEW_NS=0.1351
CTS_TREE='built'
FLOORPLAN.IO_PINS=73
FF2FF_SETUP_SLACK_NS=0.58
SYN_INST=288
YOSYSSEQAREASHARE_PCT=94.92
WORSTSETUPENDPOINTTYPE='output port'
CLOCK.LATENCY.LATE_PIN_NS=0.49
GRT_SETUP_UNREPAIRED='true'
POST_SYNTH_INSTANCE_AREA_SQ_UM=5315
CTS-BUFFERS-INSERTED=24
CRIT_CHAIN='buf_2'
SYNTH-SEQ-CELLS=252
AREA_GROWTH_SYN_TO_LAYOUT_PCT=24.84
CORE_AREA_SQ_UM=12770
LARGEST_AREA_CELL='sky130_fd_sc_hd__dfxtp_1'
FIN_TOTAL_PWR_mW=19.78
RUN_STATUS='finished, violations left'
DIE_HEIGHT_MICRONS=117.3
SEQPWRFRAC_PCT=54.0
POWER_DENSITY_nW_PER_UM2=2982
FINALHOLDVIOLATIONS=0
YS_TYPES=2
ANTENNA_CELLS=0
WORST_PATH_LARGEST_CELL_DELAY_NS=0.32
R2R.WORST_PATH.CELLS=0
CTS_HTREE_LEVELS=1
GR-TOTAL-OVERFLOW=0
PLACEMENT.IO_BUFFERS=72
DRC=0
## layer usage
layer / track usage, % / vias up
met5: 0 / -
met4: 3.882 / 0
met3: 2.779 / 23
met2: 10.12 / 57
met1: 10.56 / 791
li1: - / 974
## synth_stat cells, drive strengths merged
cell type	number
buf	36
dfxtp	252
## metrics by stage
step	instances	TNS (ns)	util, %
after global routing	539	-4.452	51.94
after detailed placement	496	0	46.82
after floorplan	288	0	-
final	539	-2.838	51.94
after CTS	539	-3.782	51.94
after global placement	496	0	46.82
## layout by cell type, fill, tap and decap left out, drive strengths merged
| cell | n |
|---|---|
| clkbuf | 31 |
| buf | 36 |
| dfxtp | 252 |
| inv | 1 |
| clkinvlp | 1 |
| clkdlybuf4s50 | 36 |
| bufinv | 2 |
| clkinv | 8 |
## how the worst max path moves through the flow
| stage | slack (ns) | end | depth (start not counted) |
|---|---|---|---|
| 6_report | -0.11 | shift_out[32] | 1 |
| 4_1_cts | -0.13 | shift_out[32] | 1 |
| 5_1_grt | -0.15 | shift_out[32] | 1 |
## power groups by stage
stage         sequential, mW  clock, mW  combinational (mW)
CTS                     10.7       9.19               0.194
global route            10.7       9.64               0.211
finish                  10.7       8.91               0.189
## layout make-up
| cell class | instances | area, sq um | area share, % |
|---|---|---|---|
| flip-flops and latches | 252 | 5055 | 76.18 |
| clock buffers | 31 | 698.2 | 10.52 |
| repair buffers | 72 | 540.5 | 8.146 |
| well taps | 172 | 215.2 | 3.243 |
| clock inverters | 12 | 126.4 | 1.905 |
## cell families (layout without fill, tap and decap cells)
kind of cell  count (synthesis)  after routing  share of synthesized area, %
buf+inv                      36            115                         5.085
flops                       252            252                         94.92
## what timing repair did
action	CTS	global route
gates resized	116	0
setup endpoints to repair	36	36
gates cloned	0	0
Power and IR drop assume default switching activity.
